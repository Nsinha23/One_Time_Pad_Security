### design/flow/constraint.sdc
current_design key_gen

set clk_period 1.0
set clk_io_pct 0.2

create_clock -name clk0 -period $clk_period [get_ports {clk}]

set non_clock_inputs [all_inputs -no_clocks]
set_input_delay [expr $clk_period * $clk_io_pct] -clock clk0 $non_clock_inputs
set_output_delay [expr $clk_period * $clk_io_pct] -clock clk0 [all_outputs]
### design/flow/config.mk
export PLATFORM = sky130hd
export DESIGN_NAME = key_gen
export DESIGN_NICKNAME = key_gen
export VERILOG_FILES = /design/flow/design.v
export SDC_FILE = /design/flow/constraint.sdc
export NUM_CORES = 4
export LEC_CHECK = 1
export CORE_AREA = 10 10 99 99
export DIE_AREA = 0 0 109 109
### design/flow/design.v
module prng (outf, inp8, clk,load,reset);
input clk, reset, load;
input [7:0] inp8; 	 
output [7:0] outf; 	 
wire out1, out2,out3; 	 
reg [7:0] ff; 		 
always @(posedge clk or posedge reset)
begin 
	if (reset) begin
		ff <= 0;
	end
	else if (load) begin
		ff <= inp8;
	end
	else begin
		ff[6:0] = (ff[7:1]);  
		ff[7] = out3;  
	end
end
assign out1 = ff[1];
assign out2 = ff[0];
assign out3 = out1^out2;
assign 	outf = ff;
endmodule
`timescale 1 ns/ 100 ps
module key_gen (input [31:0]seed, input clk,load,reset, output [31:0] Key);
prng RAND1(Key[31:24], seed[31:24], clk,load,reset);
prng RAND2(Key[23:16], seed[23:16], clk,load,reset);
prng RAND3(Key[15:8], seed[15:8], clk,load,reset);
prng RAND4(Key[7:0], seed[7:0], clk,load,reset);
endmodule
### design/flow/run.sh
#!/bin/bash
# OpenROAD 26Q1-2900-gdf79404cd8, Yosys 0.63+post, stock flow scripts
make -C /OpenROAD-flow-scripts/flow DESIGN_CONFIG=/design/flow/config.mk WORK_HOME=/design/flow/orfs finish
==> run notes <==
run metrics: status=finished, final reports clean, initial antenna violation count=0, Post-DRT Antenna Nets=0, cell count listed in synth_stat.txt=85, CTS tree=built, max_cap viols=0, RSZ-0062 raised after global routing=true, clock sinks=32, crit path from=RAND3.ff[6]$_DFF_PP0_, share of cells above drive strength 1=between 50 and 60%, Port Buf Inserts=66, worst r2r path cells=3, worst setup margin=about 0.013 ns, Slew headroom=a little under nine tenths, Area growth, synth to finish=57.1%, clock tree buffer depth=2, power density cells=~1500 mW/mm2, HP Class=input port to async pin, Req. time, crit path=about 1.2 ns, WP data arrival=between 1 and 1.5 ns, DP HPWL=2.72 mm, min cycle time layout=roughly 0.99 ns, cell area after layout=around 0.0022 mm2, Placer Congestion=around 0.75, VDD IR max=0.000476 V, chip height=about 110 um, Pleak=roughly 1.0 nW, crit-path max FO=2, total wire length=around 3.6 mm, grt ovf=0, FP Util=approximately 18%, Max Clock Freq=~1.0 GHz, CTS Hold Bufs=0, Rows=32, Clock transition at path regs=0.07 ns, total core area=~0.0077 mm2, placed cell areas=between 0.002 and 0.0025 mm2, Worst path max stage delay=0.39 ns, routed via count=just over 900, synth warn=1, post-place setup slack=-0.0603 ns, Final Hold Fails=0, Finish-stage setup viols=0, vias in the first global route=~1100, CTS buffer count=5, CP Cell Sequence=buf_6 > buf_4 > mux2_4, wire per inst=~13 um, Yosys Chip Area=roughly 0.0014 mm2, Final Max Slew Viols=0, Cell Type Count=10, syn_area_per_cell=between 15 and 20 um2, #FFs+latches synth=32, CP Class=flip-flop to flip-flop, launch point of the worst reg-to-reg path=RAND3.ff[6]$_DFF_PP0_, clk ins delay skew pair=0.27 ns, DR vias/cell=between 3 and 4, DRT Pass-1 Iters=2, first-pass GRT wire length=around 5.5 mm, Die ar.=roughly 0.012 mm2, htree depth=2, post-layout period usage=a little over nine tenths, crit start category=flip-flop, synthesized instance count=85, Mapped Area=0.00140 mm2, register share after synthesis=57.4%, CP Capture Type=flip-flop, Die Wd=between 100 and 150 um, Initial DRC Count=6, clk root buf=clkbuf_8, Log Warnings=27, # IOs=67, global-route usage over all layers=roughly 5.9%, largest net degree at the start of global routing=33, slowest CP cell=dfrtp_1, DRC violation count after routing=0, final-layout fill cell count=~800, most frequent cells in the layout=33 x buf_2, 33 x clkdlybuf4s50_1, 32 x dfrtp_1, # diodes=0, Worst Max-Slew Pin Slew=roughly 0.21 ns, Clock Skews=approximately 0.0028 ns
## through the flow
| stage | hold WS [ns] | std cells | power (mW) | util, % | setup TNS, ns |
|---|---|---|---|---|---|
| detailed placement | 0.492 | 255 | 2.33 | 28.4 | -0.614 |
| floorplan | 0.316 | 85 | 1.82 | - | 0 |
| global route | 0.280 | 268 | 3.44 | 28.4 | -0.407 |
| global placement | 0.489 | 255 | 2.33 | 28.4 | -0.634 |
| CTS | 0.270 | 271 | 3.31 | 28.3 | -0.0127 |
| finish | 0.273 | 268 | 3.22 | 28.4 | 0 |
## synthesized netlist by cell type
master	number	area share, %
buf_12	2	2.9
mux2_2	6	4.8
dfrtp_1	32	57
inv_1	1	0.27
o21ai_0	4	1.4
buf_4	8	4.3
mux2_4	22	24
buf_6	2	1.6
nand2_1	4	1.1
xnor2_1	4	2.5
## cell families after synthesis
logic type,share of synthesized area (%)
AND-OR/OR-AND,1.44
XOR/XNOR,2.51
buffers and inverters,9.06
flip-flops,57.4
multiplexers,28.5
AND/OR/NAND/NOR,1.08
## worst max-delay path, delay by kind of cell, from the launching register on
family                 cells  cell delay [ns]
buffers and inverters      2             0.23
muxes                      1             0.25
DFF                        1             0.39
## sequential cells by signal, indices dropped and copies added (netlist names)
| signal | count |
|---|---|
| RAND4.ff | 8 |
| RAND1.ff | 8 |
| RAND3.ff | 8 |
| RAND2.ff | 8 |
## layer usage
| layer | track usage [%] | part of all wire (%) | vias to the layer above | wire (um) |
|---|---|---|---|---|
| li1 | - | - | 437 | - |
| met1 | 8.03 | 46 | 429 | 1660 |
| met2 | 8.53 | 43 | 47 | 1540 |
| met3 | 2.93 | 11 | 0 | 386 |
| met4 | 0.471 | 0 | 0 | 0 |
| met5 | 0 | 0 | - | 0 |
## path summary, 6_finish.rpt
path	endpoint	slack [ns]
min reg2reg	RAND3.ff[4]$_DFF_PP0_	0.50
max	RAND3.ff[5]$_DFF_PP0_	0.01
min in group clk0	RAND4.ff[4]$_DFF_PP0_	0.31
min	RAND4.ff[0]$_DFF_PP0_	0.27
max reg2reg	RAND3.ff[5]$_DFF_PP0_	0.01
max in group asynchronous	RAND3.ff[7]$_DFF_PP0_	0.55
## layout make-up
type / instances / area [um2] / area share, %
inverter: 1 / 3.75 / 0.171
tap: 102 / 128 / 5.82
sequential: 32 / 801 / 36.5
multi-input combinational: 40 / 483 / 22.0
timing repair buffer: 85 / 687 / 31.3
clock buffer: 8 / 90.1 / 4.11
## power breakdown
group | switching, mW | internal, mW
clock network | 0.453 | 0.561
registers | 0.0654 | 1.43
logic | 0.196 | 0.505
## what timing repair did
item,CTS,global route
pin swaps,0,1
setup endpoints to repair,32,31
buffers inserted,8,0
gates resized,97,6
No activity file was given, so power comes from the tool's default toggle rates.
